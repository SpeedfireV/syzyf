$ cat /design/flow/run.sh
#!/bin/bash
# OpenROAD 26Q1-2900-gdf79404cd8, Yosys 0.63+post, stock flow scripts
make -C /OpenROAD-flow-scripts/flow DESIGN_CONFIG=/design/flow/config.mk WORK_HOME=/design/flow/orfs finish
$ cat /design/flow/config.mk
export PLATFORM = sky130hd
export DESIGN_NAME = mismatchedcolumns
export DESIGN_NICKNAME = mismatchedcolumns
export VERILOG_FILES = /design/flow/design.v
export SDC_FILE = /design/flow/constraint.sdc
export NUM_CORES = 4
export LEC_CHECK = 1
export CORE_AREA = 10 10 70 70
export DIE_AREA = 0 0 80 80
$ cat /design/flow/design.v
module mismatchedcolumns (
    input wire [7:0] decoded_top_column_parities,
    input wire [7:0] decoded_bottom_column_parities,
    input wire [15:0] decoded_row_parities,
    input wire [7:0] received_top_column_parities,
    input wire [7:0] received_bottom_column_parities,
    input wire [15:0] received_row_parities,
    output reg [7:0] top_errors,
    output reg [7:0] bottom_errors,
    output reg [15:0] row_errors
);
integer i;
always @(decoded_top_column_parities or received_top_column_parities) begin
    top_errors = 8'b00000000;
    for (i = 0; i < 8; i = i + 1) begin
        if (decoded_top_column_parities[i] != received_top_column_parities[i]) begin
            top_errors[i] = 1;
        end
    end
end
always @(decoded_bottom_column_parities or received_bottom_column_parities) begin
    bottom_errors = 8'b00000000;
    for (i = 0; i < 8; i = i + 1) begin
        if (decoded_bottom_column_parities[i] != received_bottom_column_parities[i]) begin
            bottom_errors[i] = 1;
        end
    end
end
always @(decoded_row_parities or received_row_parities) begin
    row_errors = 16'b0000000000000000;
    for (i = 0; i < 16; i = i + 1) begin
        if (decoded_row_parities[i] != received_row_parities[i]) begin
            row_errors[i] = 1;
        end
    end
end
endmodule
$ cat /design/flow/constraint.sdc
current_design mismatchedcolumns

set clk_period 1.0
set clk_io_pct 0.2

create_clock -name clk0 -period $clk_period

set non_clock_inputs [all_inputs -no_clocks]
set_input_delay [expr $clk_period * $clk_io_pct] -clock clk0 $non_clock_inputs
set_output_delay [expr $clk_period * $clk_io_pct] -clock clk0 [all_outputs]
==> flow_summary.yaml <==
# physical design summary
yosys:
  syn_avg_cell_area_um2: 8.758
  yosys.area.top_type: "xor2_1"
  area_leaders: "xor2_1"
  synth_chip_area_um2: 280.3
  synth.top_cell.area_share: 1.000
  syn_inst: 32
  yosysWarnings: 1
  synthDistinctLibCells: 1
  synth_area_um2: 280.3
  synth-cells-yosys: 32
  seq_area_frac_synth: 0
final_timing:
  tightest_slew_ns: 0.1525
  maxSlewHeadroom: 0.8980
  tns_ns: 0
  fin_crit_ns: 0.9259
  finalHoldViolations: 0
  final.setup.worst_slack_ns: 0.07408
  rsz0062_at_grt: "false"
  finalSetupViolCount: 0
  clock.fmax_mhz: 1080
  final_max_slew_viol_count: 0
  finalClockPeriodUsage: 0.9259
run:
  max_cap_violations: 0
  tool_warnings: 32
placed_design:
  placed_area_um2: 1299
  io_buffer_count: 96
  hpwl_um: 2263
  dpl_worst_slack_ns: -0.5943
  finalWeightedCongestion: 0.7390
layout:
  flop-count: 0
  syn_to_final_growth_pct: 278.1
  mostFrequentLayoutCells: "dlygate4sd2_1, xor2_1, buf_2, clkdlybuf4s15_1"
  regArea_um2: 0
  layout-drive-gt1-share: 0.2500
  lay_top_count: "dlygate4sd2_1"
  clkbuf_count: 0
  final_util: 0.3103
  fin_area_um2: 1060
power:
  power_w: 0.0003674
  power.density_nw_per_um2: 346.7
  power.leakage_nw: 0.5988
  ir_drop_v: 0.00009433
global_routing:
  grt_start_max_net_pins: 2
  gr-usage-met2: 0.1156
  grt-ovfl-total: 0
  gr-usage-all-layers: 0.06511
  grt-busiest-layer: "met2"
  antenna_found_initial: 0
  grt_pass1_wl_um: 3470
  grt_pass1_vias: 685
  gr-usage-met3: 0.03068
  grt_use_met1: 0.07317
worst_setup_path:
  slowest_delay_ns: 0.24
  required_ns: 0.80
  path_cells: "dlygate4sd2_1, xor2_1, buf_2"
  critical_path.startpoint_type: "input pin"
  cp_slowest_cell: "dlygate4sd2_1"
  crit_type: "in -> out"
  crit_fanout: 1
  worstPathArrival_ns: 0.73
  endpoint_kind: "output port"
hold_path:
  worst_hold_path.endpoint: "row_errors[11]"
  hold-path-cell-count: 3
  min_path_type: "in -> out"
  min_from: "received_row_parities[11]"
floorplanning:
  core-area_um2: 3416
  row_count: 21
  die_h_um: 80
  dieArea_um2: 6400
  initCoreUtil: 0.08205
  ios: 96
  fp.dieW_um: 80
routing:
  dr.pass1.iters: 2
  vias_per_cell: 3.328
  postRouteAntennaNets: 0
  drc: 0
  num_vias: 579
  routedWlPerCell_um: 13.21
  drt_iter0_markers: 2
  num_antenna_cells: 0
  drt_wl_total_um: 2299
run_status:
  status: "finished clean"
clock_network:
  cts_hold_buf: 0
-- report_power, final --
group | internal [W] | switching [W]
combinational | 0.000259 | 0.000108
clock | 0 | 0
sequential | 0 | 0
-- cell type report --
cell class                      instances  area (µm²)
Tap cell                               46       57.56
Fill cell                             404        2356
Timing Repair Buffer                   96       721.9
Multi-Input combinational cell         32       280.3
-- critical path: cells and delay by family --
family / cells / cell delay, ns
buffers and inverters: 2 / 0.37
xor gates and xnor gates: 1 / 0.16
-- repair_timing --
item                       in CTS  in global routing
setup endpoints to repair      32                  1
gates resized                 161                  1
gates cloned                    0                  0
pin swaps                      32                  0
buffers inserted                0                  0
-- through the flow --
stage,hold slack (ns),cells
3_5_place_dp,1.329,174
5_1_grt,0.7812,174
4_1_cts,0.7630,174
6_report,0.7592,174
3_3_place_gp,1.336,174
2_1_floorplan,0.4252,32
-- metal layers --
layer	share of wire	vias to the layer above	wire length (µm)
met5	0	-	0
met4	0	0	0
met3	0.13	0	290
met2	0.53	43	1208
met1	0.35	248	800
li1	-	288	-
-- synthesized netlist by cell type --
cell	number
xor2_1	32
-- worst max-delay path by stage --
stage / from / end / slack (ns) / depth (start not counted)
finish: decoded_row_parities[15] / row_errors[15] / 0.07 / 3
CTS: decoded_row_parities[4] / row_errors[4] / 0.03 / 3
global route: received_row_parities[4] / row_errors[4] / 0.007 / 3
-- cell families (layout without fill, tap and decap cells) --
family                    count (synthesis)  in the layout  synth area share
xor gates and xnor gates                 32             32             1.000
buffers and inverters                     0             96                 0
Power and IR drop assume default switching activity.
